**./design.v**
```verilog
module lfsr #(
    parameter WIDTH = 16,            
    parameter SEED  = 16'hACE1      
)(
    input  wire             clk,         
    input  wire             rst_n,       
    input  wire             enable,      
    input  wire             load,        
    input  wire [WIDTH-1:0] seed_val,    
    output wire [WIDTH-1:0] lfsr_out,    
    output wire             lfsr_bit     
);
    reg [WIDTH-1:0] lfsr_reg;
    wire feedback;
    generate
        if (WIDTH == 8) begin : gen_lfsr8
            assign feedback = lfsr_reg[7] ^ lfsr_reg[5] ^ lfsr_reg[4] ^ lfsr_reg[3];
        end
        else if (WIDTH == 16) begin : gen_lfsr16
            assign feedback = lfsr_reg[15] ^ lfsr_reg[14] ^ lfsr_reg[12] ^ lfsr_reg[3];
        end
        else if (WIDTH == 32) begin : gen_lfsr32
            assign feedback = lfsr_reg[31] ^ lfsr_reg[21] ^ lfsr_reg[1] ^ lfsr_reg[0];
        end
        else begin : gen_lfsr_default
            assign feedback = lfsr_reg[WIDTH-1] ^ lfsr_reg[WIDTH-2];
        end
    endgenerate
    always @(posedge clk or negedge rst_n) begin
        if (!rst_n) begin
            lfsr_reg <= SEED;
        end
        else if (load) begin
            lfsr_reg <= (seed_val == {WIDTH{1'b0}}) ? SEED : seed_val;
        end
        else if (enable) begin
            lfsr_reg <= {lfsr_reg[WIDTH-2:0], feedback};
        end
    end
    assign lfsr_out = lfsr_reg;
    assign lfsr_bit = lfsr_reg[0];
endmodule
```
**./run.sh**
```bash
#!/bin/bash
# OpenROAD 26Q1-2900-gdf79404cd8, Yosys 0.63+post, stock flow scripts
make -C /OpenROAD-flow-scripts/flow DESIGN_CONFIG=/design/flow/config.mk WORK_HOME=/design/flow/orfs finish
```
**./config.mk**
```make
export PLATFORM = sky130hd
export DESIGN_NAME = lfsr
export DESIGN_NICKNAME = lfsr
export VERILOG_FILES = /design/flow/design.v
export SDC_FILE = /design/flow/constraint.sdc
export NUM_CORES = 4
export LEC_CHECK = 1
export CORE_AREA = 10 10 98 98
export DIE_AREA = 0 0 108 108
```
**./constraint.sdc**
```tcl
current_design lfsr

set clk_period 1.7
set clk_io_pct 0.2

create_clock -name clk0 -period $clk_period [get_ports {clk}]

set non_clock_inputs [all_inputs -no_clocks]
set_input_delay [expr $clk_period * $clk_io_pct] -clock clk0 $non_clock_inputs
set_output_delay [expr $clk_period * $clk_io_pct] -clock clk0 [all_outputs]
```
==> ci_impl_report.md <==
## Synthesis and layout report

| Metric | Value |
|---|---|
| Number of enable-type register cells in the synthesized netlist | `0` |
| Post-synth top area cell | `sky130_fd_sc_hd__dfstp_2` |
| Number of buffers between clock root and the deepest sink | `2` |
| Slew at the pin closest to its max-slew limit | `approximately 440 ps` |
| Dominant synthesized flop cell | `sky130_fd_sc_hd__dfstp_2` |
| Number of port buffers | `36` |
| Antenna diode count | `0` |
| Portion of total power attributed to sequential cells | `0.434` |
| Delay of the slowest cell on the worst path | `550 ps` |
| Net Sw Frac | `0.238` |
| Die extent in x | `108 µm` |
| Total Power | `~1.1 mW` |
| Tcrit/Tclk final | `0.963` |
| Power per Cell Area | `776 nW/µm²` |
| Number of hold-slack violations in the final timing report | `0` |
| Leakage component of the power | `0.542 nW` |
| Data required time at the worst endpoint | `1360 ps` |
| Slew margin rel. | `0.706` |
| List of cells traversed by the critical path | `clkdlybuf4s50_1` |
| Data arrival, critical path | `about 1300 ps` |
| Synthesized flop and latch total | `16` |
| Global-route wire length before repair | `4420 µm` |
| Routability cong. | `between 0.7 and 0.8` |
| Filler cells | `827` |
| Post CTS Setup Buffer Count | `0` |
| Fraction of power consumed by combinational cells | `0.261` |
| Effective utilization at floorplan | `0.112` |
| Via count of the first global-routing pass | `748` |
| Routed wire length | `2860 µm` |
| Maximum number of pins on one net before global-route repair | `27` |
| Most frequent cells after synthesis | `sky130_fd_sc_hd__o21ai_0 (10), sky130_fd_sc_hd__mux2i_1 (9), sky130_fd_sc_hd__dfrtp_1 (8), sky130_fd_sc_hd__dfstp_2 (8), sky130_fd_sc_hd__nand2_1 (8)` |
| Total overflow reported by the global router | `0` |
| Clock network power share | `0.305` |
| Area fraction of the dominant cell type after synthesis | `0.246` |
| Relative area change from synthesis to final layout | `67.8%` |
| Number of cells in the yosys synthesis report | `between 70 and 80` |
| NetSw | `0.265 mW` |
| Number of H-tree levels | `1` |
| Final Slew Violations | `0` |
| Die Footprint | `11,700 µm²` |
| Chip area from the yosys synthesis statistics | `855 µm²` |
| Die Span Y | `approximately 110 µm` |
| Int Pwr | `approximately 0.85 mW` |
| Min cycle time layout | `1640 ps` |
| DRC violations left | `0` |
| Setup repair after global routing missed its margin | `no` |
| Type of element capturing the critical path | `output port` |
| Min Hold Slack | `411 ps` |
| Global-route met2 utilization | `0.0685` |
| CTS tree | `built` |
| Area occupied by registers | `410 µm²` |
| Final setup violation count | `0` |
| Initial drt markers | `14` |
| Number of primary I/O pins | `37` |
| Result of the run | `completed` |
| Cell area after synthesis | `855 µm²` |
| Top post-synthesis cells by area | `sky130_fd_sc_hd__dfstp_2 (25%), sky130_fd_sc_hd__dfrtp_1 (23%), sky130_fd_sc_hd__mux2i_1 (11%)` |
| Number of standard cells after synthesis | `72` |
| Max FFs per register | `16` |
| Sink count of the clock tree | `16` |
| Number of buffers created by CTS | `3` |
| Cell row count | `32` |
| Synth Area per Inst | `11.9 µm²` |
| Placed Area | `1370 µm²` |
| Most repeated cell in the gate-level netlist after synthesis | `sky130_fd_sc_hd__o21ai_0` |
| Number of hold buffers added after CTS | `0` |
| Final Instance Area | `1430 µm²` |
| VDD IR-drop max | `0.000261 V` |
| Routed wire length per instance | `13.3 µm` |
| Clk Tree Root Cell | `sky130_fd_sc_hd__clkbuf_8` |
| Core footprint | `7650 µm²` |
| GR Layer Usage met1 | `0.0673` |
| Type of the tightest min-delay check | `in -> async` |
| Highest clock rate | `around 600 MHz` |
| Global-route track usage on met3 | `0.0271` |
| Sequential fraction of the synthesis area | `0.480` |
| Total number of warnings across the stage logs | `25` |
| Share of final-layout standard cells stronger than drive strength 1 | `0.310` |
| Warnings from Yosys | `1` |
| Largest driver fanout on the critical path | `3` |
| Element type at the critical path start | `flip-flop` |
| Max stage delay cell, worst path | `sky130_fd_sc_hd__dfstp_2` |
| First-pass iteration count of the detailed router | `4` |
| Async set-or-reset flop fraction in the synthesized netlist | `1.00` |
| HPWL reported at the end of detailed placement | `2350 µm` |
| Cell family with most CP delay | `flip-flops` |
| Post-route antenna net violation count | `0` |
| Critical path start-end classification | `reg -> out` |
| Clock skew after layout | `0.371 ps` |
| Crit path buf inv count | `1` |
| Layer carrying the most global-route usage | `met2` |
| Logic cell area | `roughly 400 µm²` |
| Clock insertion delay at the later pin of the skew report | `250 ps` |
| Mean number of vias per cell | `3.38` |
| Number of antenna violations at the first check in global routing | `0` |
| Number of vias in the routed layout | `727` |
| Clock slew at reported path FFs | `around 60 ps` |
| Number of unique standard cell types used by synthesis | `18` |
| Number of max-cap violations | `0` |
| Overall routing resource usage | `0.0487` |
-- power groups by stage --
stage	Combinational, mW	Sequential [mW]	Clock (mW)
finish	0.291	0.483	0.340
global route	0.321	0.491	0.366
CTS	0.298	0.483	0.345
-- metal layers --
layer,vias to the layer above,part of all wire
li1,347,-
met1,350,0.48
met5,-,0
met3,0,0.11
met2,30,0.42
met4,0,0
-- area by class of cell --
| class | count | share of cell area |
|---|---|---|
| repair buffers | 43 | 0.305 |
| flip-flops and latches | 16 | 0.286 |
| multi-input cells | 50 | 0.281 |
| well taps | 102 | 0.0890 |
| clock buffers | 4 | 0.0384 |
-- final timing paths --
check / cells past startpoint / to / slack [ps] / startpoint
setup / recovery: 1 / lfsr_out[7] / 60 / lfsr_reg[7]
hold / removal: 2 / lfsr_reg[3] / 410 / rst_n
setup reg to reg: 4 / lfsr_reg[0] / 530 / lfsr_reg[15]
hold reg to reg: 2 / lfsr_reg[0] / 580 / lfsr_reg[0]
max in group asynchronous: 2 / lfsr_reg[5] / 1040 / rst_n
min in group clk0: 2 / lfsr_reg[0] / 580 / lfsr_reg[0]
-- kinds of logic after synthesis --
| kind of cell | count (synthesis) | share of synthesized area |
|---|---|---|
| mux | 16 | 0.202 |
| simple gates | 14 | 0.0908 |
| compound gates | 17 | 0.141 |
| flops | 16 | 0.480 |
| xor+xnor | 3 | 0.0308 |
| buf+inv | 6 | 0.0556 |
-- cell usage in the layout, fill, tap and decap left out, types with 3 or more instances in the layout --
| cell | instances |
|---|---|
| sky130_fd_sc_hd__o21ai_0 | 10 |
| sky130_fd_sc_hd__clkdlybuf4s50_1 | 36 |
| sky130_fd_sc_hd__buf_4 | 5 |
| sky130_fd_sc_hd__dfrtp_1 | 8 |
| sky130_fd_sc_hd__mux2i_1 | 9 |
| sky130_fd_sc_hd__o22a_2 | 7 |
| sky130_fd_sc_hd__mux2_2 | 6 |
| sky130_fd_sc_hd__nor4_1 | 3 |
| sky130_fd_sc_hd__nand2_1 | 8 |
| sky130_fd_sc_hd__dfstp_2 | 8 |
| sky130_fd_sc_hd__clkbuf_8 | 4 |
-- per-stage QoR --
stage | std cells | setup TNS (ps) | setup slack (ps) | utilization
2_1_floorplan | 72 | 0 | 556 | -
6_report | 215 | 0 | 63.5 | 0.188
3_5_place_dp | 211 | -1510 | -200 | 0.179
4_1_cts | 215 | 0 | 56.1 | 0.187
3_3_place_gp | 211 | -1380 | -179 | 0.179
5_1_grt | 215 | 0 | 7.03 | 0.188
-- repair_timing --
action	4_1_cts	5_1_grt
endpoints found under the setup margin	0	7
endpoints found under the hold margin	0	0
gates resized	0	1
Power figures rest on the tool's default switching activity, not on a simulated workload.
